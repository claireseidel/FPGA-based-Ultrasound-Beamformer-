File: design/flow/run.sh
#!/bin/bash
# OpenROAD 26Q1-2900-gdf79404cd8, Yosys 0.63+post, stock flow scripts
make -C /OpenROAD-flow-scripts/flow DESIGN_CONFIG=/design/flow/config.mk WORK_HOME=/design/flow/orfs finish
File: design/flow/config.mk
export PLATFORM = sky130hd
export DESIGN_NAME = clock_divider
export DESIGN_NICKNAME = clock_divider
export VERILOG_FILES = /design/flow/design.v
export SDC_FILE = /design/flow/constraint.sdc
export NUM_CORES = 4
export LEC_CHECK = 1
export CORE_AREA = 10 10 99 99
export DIE_AREA = 0 0 109 109
File: design/flow/constraint.sdc
current_design clock_divider

set clk_period 9.1
set clk_io_pct 0.2

create_clock -name clk0 -period $clk_period [get_ports {clock}]

set non_clock_inputs [all_inputs -no_clocks]
set_input_delay [expr $clk_period * $clk_io_pct] -clock clk0 $non_clock_inputs
set_output_delay [expr $clk_period * $clk_io_pct] -clock clk0 [all_outputs]
File: design/flow/design.v
`timescale 1ns / 1ps
module clock_divider(clock, divClk);
    input clock;  
    output divClk;  
    reg divClk;
    parameter divisor = 32'd62500000;  
    reg[31:0] divCount = 32'd0; 
    always@(posedge clock) begin 
        divCount = divCount + 32'd1;  
        if (divCount >= (divisor - 1)) begin 
            divCount = 32'd0;  
        end
        divClk <= (divCount<(divisor/2))?1'b1:1'b0;  
    end
endmodule
==> flow_summary.json <==
{
  "status": "complete, no violations",
  "setup_viol": 0,
  "ys.flops": 33,
  "critPathLaunch": "divCount[8]",
  "grt_setup_unrepaired": "false",
  "area_growth_pct": 5.76,
  "vdd_drop_max_v": 0.0000824,
  "grt_pass1_wl_mm": 7.93,
  "ys_cells": 263,
  "worst_pin_slew_ns": 0.677,
  "wl_per_cell_um": 12.8,
  "area_leaders": "dfxtp_1, nor2_1, nor3_2, xnor2_1, xor2_1",
  "leakage_nw": 0.623,
  "cts.sinks": 33,
  "min_to": "divCount[0]",
  "reg2reg_depth": 10,
  "placed_area_um2": 2180,
  "cts_resized": 0,
  "synth_area_um2": 2130,
  "drt-initial-drc-count": 84,
  "core.rowCount": 32,
  "grt_util_all_layers_pct": 8.00,
  "clock-skew-final_ns": 0.00358,
  "edf_count": 0,
  "tns_ns": 0,
  "synth_seq_share_pct": 31.0,
  "clk_pin_slew_worst_paths_ns": 0.06,
  "pin_count": 2,
  "ys_area_um2": 2130,
  "r2r-end": "divCount[20]",
  "place_congestion": 0.879,
  "fin_util_pct": 29.1,
  "synthDistinctLibCells": 58,
  "clock.fmax_ghz": 0.289,
  "initial_utilization_pct": 27.6,
  "drtAntennaViolNets": 0,
  "gr-total-overflow": 0,
  "yosysWarnings": 1,
  "drv_cap": 0,
  "design_area_um2": 2250,
  "cp.required_ns": 9.24,
  "dp_hpwl_mm": 3.26,
  "yosysTopAreaCellShare_pct": 31.0,
  "reg2reg_slack_ns": 5.64,
  "worstReg2RegStart": "divCount[8]",
  "worstSkewPairLatency_ns": 0.28,
  "drtPass1Iterations": 4,
  "vias_per_cell": 4.99,
  "criticalPathCategory": "reg -> reg",
  "core_area_um2": 7730,
  "slew_viol_final": 0,
  "holdBufCountCts": 0,
  "antenna_found_initial": 0,
  "chipArea_um2": 11900,
  "crit_path_end_kind": "flip-flop",
  "largest_area_cell": "dfxtp_1",
  "hold_depth": 1,
  "min_from": "divCount[0]",
  "port_buffers": 1,
  "h-tree-depth": 2,
  "layout_top_cell": "nor2_1",
  "layout_min_cycle_time_ns": 3.46,
  "antennaDiodeCount": 0,
  "drc": 0,
  "cp-start-kind": "flip-flop",
  "die_x_um": 109,
  "p_per_area_nw_per_um2": 110,
  "hp-class": "reg -> reg",
  "period_used_pct": 38.1,
  "syn_area_per_cell_um2": 8.10,
  "numCtsBuffers": 5,
  "dr_total_vias": 1790,
  "slew_headroom_pct": 54.9,
  "fp.dieH_um": 109,
  "final_layout_top_logic_cells": "nor2_1, dfxtp_1, nand2_1, xnor2_1",
  "fill_cells": 816,
  "drive_above_1_share_pct": 12.5,
  "finalHoldViolCount": 0,
  "grt_max_degree": 17,
  "tool_warnings": 26,
  "ctsRootBufferMaster": "clkbuf_8",
  "async_flop_share_pct": 0,
  "wl_mm": 4.60,
  "cts_tree": "built",
  "worst_ep_arrival_time_ns": 3.61,
  "postSynthCellCount": 263,
  "cts_buffer_depth": 2,
  "worstPathMaxFanout": 13,
  "cts_setup_buffers": 0,
  "flop_cell": "dfxtp_1",
  "grt_pass1_vias": 1691
}
[where the power goes]
group / internal, mW / switching [mW] / total [mW]
Clock: 0.0502 / 0.0486 / 0.0989
Combinational: 0.000683 / 0.00143 / 0.00212
Sequential: 0.146 / 0.000938 / 0.147
[how the worst max path moves through the flow]
stage / to / slack, ns / cells after the start
CTS: divCount[8] / 5.67 / 10
finish: divCount[20] / 5.64 / 10
global route: divCount[8] / 5.31 / 10
[state kept, by name, summed over array words and instances, names as in the netlist]
name and count:
divClk 1, divCount 32
[cell type report]
type                    count  area (um2)  area share, %
multi-input cells         212        1360           60.3
flip-flops and latches     33         661           29.3
well taps                 102         128           5.67
clock buffers               5        68.8           3.06
repair buffers              2        17.5          0.778
inverters                   4        15.0          0.667
clock inverters             1        5.00          0.222
[metal layers]
metal / vias to the layer above / track usage [%] / wire length [um]
li1: 912 / - / -
met1: 819 / 11.2 / 2180
met2: 55 / 12.5 / 2080
met3: 4 / 2.03 / 300
met4: 0 / 0.942 / 46
met5: - / 0 / 0
[synth_stat cells (3+ instances only)]
master     count
a211oi_1       3
a21oi_1        5
a31oi_1        3
and2_1         3
and3_1         4
and4_1         3
buf_2         10
buf_6          3
clkbuf_1       3
dfxtp_1       33
inv_1          4
nand2_1       25
nand3_1       12
nand4_1        5
nor2_1        36
nor2b_1        6
nor3_1         5
nor3_2        12
nor3b_1        4
o2111ai_1      3
o211ai_1       3
o21ai_0       10
o31ai_1        3
xnor2_1       13
xor2_1        12
[cell families after synthesis]
family / count (synthesis) / synth area share [%]
AOI/OAI and AO/OA: 44 / 14.6
xor gates and xnor gates: 25 / 10.3
adders and majority gates: 2 / 1.17
buffers and inverters: 23 / 6.11
DFF: 33 / 31.0
muxes: 2 / 0.940
other: 1 / 0.176
and+or+nand+nor: 133 / 35.7
[through the flow]
stage | instances | power [mW] | setup WS (ns) | hold WS [ns]
2_1_floorplan | 268 | 0.152 | 6.35 | 0.437
3_3_place_gp | 353 | 0.152 | 5.70 | 0.455
3_5_place_dp | 353 | 0.152 | 5.69 | 0.465
4_1_cts | 359 | 0.252 | 5.67 | 0.481
5_1_grt | 359 | 0.260 | 5.31 | 0.504
6_report | 359 | 0.248 | 5.64 | 0.475
[critical path, stage by stage (launching register included)]
cell and delay [ns]:
dfxtp_1 0.56, and4_1 0.38, nand3_2 0.22, nor2_1 0.40, nand2_1 0.16, xor2_1 0.22
o31ai_1 0.39, o21ai_1 0.10, a21oi_1 0.57, buf_4 0.28, nor3_2 0.05
Power and IR drop assume default switching activity.
