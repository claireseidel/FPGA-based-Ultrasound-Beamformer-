==> design.v <==
module beamforming_lowpower(
    input wire clock, 
    output reg [7:0] posOutput, 
    output reg [7:0] negOutput
    );
    wire dividedClk;
    secondary_clock secondClk(clock, dividedClk);
    reg [12:0] counter = 12'h0;  
    always @(posedge dividedClk) begin
        if (counter == 12'h7D0) begin  
            counter = 12'h0;
        end else begin
            counter = counter + 1;  
        end
    end
    always @(posedge clock) begin  
        if (counter >= 12'h3E8) begin  
            posOutput[0] <= 0;
            posOutput[7] <= 0;
            if (counter >= 12'h4D3) begin  
                posOutput[1] <= 0;
                posOutput[6] <= 0;
            end
        end 
        else if (counter >= 12'h0) begin  
            posOutput[0] <= 1;
            posOutput[7] <= 1;
            if (counter >= 12'hEB) begin  
                posOutput[1] <= 1;
                posOutput[6] <= 1;
            end
        end
     end
endmodule
`timescale 1ns / 1ps
module secondary_clock(clock, dividedClk);
    input clock;  
    output dividedClk;  
    reg dividedClk;
    parameter divisor = 32'd125000;  
    reg[31:0] divCount = 32'd0; 
    always@(posedge clock) begin
        divCount = divCount + 32'd1;  
        if (divCount >= (divisor - 1)) begin  
            divCount = 32'd0;
        end
        dividedClk <= (divCount<(divisor/2))?1'b1:1'b0;  
    end
endmodule
==> run.sh <==
#!/bin/bash
# OpenROAD 26Q1-2900-gdf79404cd8, Yosys 0.63+post, stock flow scripts
make -C /OpenROAD-flow-scripts/flow DESIGN_CONFIG=/design/flow/config.mk WORK_HOME=/design/flow/orfs finish
==> config.mk <==
export PLATFORM = sky130hd
export DESIGN_NAME = beamforming_lowpower
export DESIGN_NICKNAME = beamforming_lowpower
export VERILOG_FILES = /design/flow/design.v
export SDC_FILE = /design/flow/constraint.sdc
export NUM_CORES = 4
export LEC_CHECK = 1
export CORE_AREA = 10 10 111 111
export DIE_AREA = 0 0 121 121
==> constraint.sdc <==
current_design beamforming_lowpower

set clk_period 4.5
set clk_io_pct 0.2

create_clock -name clk0 -period $clk_period [get_ports {clock}]

set non_clock_inputs [all_inputs -no_clocks]
set_input_delay [expr $clk_period * $clk_io_pct] -clock clk0 $non_clock_inputs
set_output_delay [expr $clk_period * $clk_io_pct] -clock clk0 [all_outputs]
==> flow_summary.toml <==
# synthesis and place-and-route metrics
[outcome]
status = "finished, final reports clean"

[critical_path]
rrSetupSlack_ps = 1180
crit_slowest_cell = "nor4_1"
endpoint_kind = "flip-flop"
crit_fanout = 18
critPathTopFamily = "simple AND/OR/NAND/NOR gates"
max_stage_delay_ps = 480
required_ps = 4680
worstSetupPathType = "flip-flop to flip-flop"
startpoint_type = "flip-flop"
path_buffers = 0
path_cells = "ha_1 > and3_1 > nand3_1 > nor4_1 > mux2_2 > o21ai_0 > nand4_4 > a211o_1"
cp.arrival_ps = 3490

[synthesis]
yosys.area.top_type_share = 0.3507
synth.distinct_cells = 58
async_flop_share = 0
area_leaders = "dfxtp_1 35%, buf_4 5.9%, xnor2_1 4.6%"
yosysCellCount = 303
yosys.area.top_type = "dfxtp_1"
ys.flops = 48
yosysWarnings = 14
synth-edff-count = 1
yosysChipArea_mm2 = 0.002683
postSynthCellCount = 303
ys.flop_type = "dfxtp_1"
synthTopCellsByCount = "47 x dfxtp_1, 26 x nor2_1, 21 x buf_4, 20 x nand2_1, 15 x nand3_1"
seq_area_frac_synth = 0.3619
syn_area_per_cell_um2 = 8.853
synthesis.area_mm2 = 0.002683
most_common_cell = "dfxtp_1"

[route]
first_pass_iters = 4
n_antenna_cell = 0
drt_iter0_drc = 116
ant_nets = 0
drc = 0
drt_wl_total_um = 4659
via_per_inst = 4.564
post_drt_wl_per_cell_um = 10.52
num_vias = 2022

[final_layout]
fin_util = 0.2914
drive_gt1_frac = 0.1129
area_growth_pct = 7.136

[clocking]
post_cts_resized = 0
clk_pin_slew_ps = 70
clk_path_buf_depth = 2
holdBufCountCts = 0
cts_buffers = 5
cts_tree = "yes"
clk_latency_ps = 280
cts-root-buf = "clkbuf_8"
post_cts_buffers = 0
htreeDepth = 2

[timing]
worst_slew_pin_slew_ps = 621.1
relSlewSlack = 0.5844
setup_viol = 0
slew_viol_final = 0
timing.fmax_mhz = 301.5
untimed_endpoints = 16
fin_crit_ps = 3317
final.period_utilization = 0.7370
fin_tns_setup_ps = 0
rsz0062_at_grt = "false"
unclocked_regs = 13
hold_viol_final = 0
worst_clock_skew_ps = 7.992

[global_route]
grt_max_degree = 19
grt_pass1_vias = 1801
grt.overflow.total = 0
grt_pass1_wl_um = 8197
grt_usage = 0.06392
antenna_found_initial = 0

[floorplanning]
core_mm2 = 0.009864
io_pins = 17
fp_util = 0.2719
die-width_um = 121
fp.dieArea_mm2 = 0.01464
die_h_um = 121
rows = 36

[flow_run]
cap_violations = 0
tool_warnings = 27

[power]
leakage_nw = 0.9666
ir_worst_vdd_mv = 0.1500
p_per_area_mw_per_mm2 = 200.8

[placed_design]
dpl.hpwl_um = 3347
gp_congestion = 0.8408
placement.io_buffers = 4

[worst_hold_path]
hp-class = "flip-flop to flip-flop"
## cells in the final DEF (no fill, tap or decap), drive strengths merged, types with 3 or more instances in the layout
cell           instances
mux2i                  3
nor2                  26
or3                    5
and3                  11
o21ai                  7
clkbuf                 6
xor2                  11
nand3                 15
and4                   3
mux2                   4
inv                    9
nor4                   8
nand2                 20
nor3b                  3
xnor2                 14
dfxtp                 47
conb                  27
a211oi                 3
nand4                 15
clkdlybuf4s50          4
ha                     4
nor3                  23
## routing by layer
| layer | GRT usage | vias to the layer above | routed length, um |
|---|---|---|---|
| li1 | - | 1069 | - |
| met2 | 0.09830 | 31 | 2104 |
| met1 | 0.09475 | 922 | 2367 |
| met5 | 0 | - | 0 |
| met3 | 0.01323 | 0 | 187 |
| met4 | 0.003771 | 0 | 0 |
## logic make-up after synthesis
group           synth area share
simple gates              0.3060
compound gates            0.1101
other cells             0.001398
buf+inv                  0.09235
fa+ha+maj                0.01866
xor+xnor                 0.08162
flops                     0.3619
mux                      0.02798
## path summary, 6_finish.rpt
kind / from / endpoint / cells after the start
hold / removal: secondClk.divCount[0] / secondClk.divCount[0] / 1
setup reg to reg: secondClk.divCount[0] / secondClk.dividedClk / 8
setup / recovery: secondClk.divCount[0] / secondClk.dividedClk / 8
hold reg to reg: secondClk.divCount[0] / secondClk.divCount[0] / 1
## report_power, final
| part | switching [mW] | total, mW | internal, mW |
|---|---|---|---|
| combinational | 0.00672 | 0.0134 | 0.00665 |
| sequential | 0.00788 | 0.326 | 0.318 |
| clock | 0.112 | 0.238 | 0.125 |
| total | 0.127 | 0.577 | 0.450 |
## metrics by stage
stage | hold slack (ps) | total power, mW | instance area (um2) | setup slack, ps | cells
after detailed placement | 548.6 | 0.3469 | 2776 | 1190 | 435
final | 564.9 | 0.5770 | 2874 | 1183 | 443
after global routing | 589.9 | 0.6090 | 2874 | 987.6 | 443
after global placement | 527.7 | 0.3468 | 2776 | 1315 | 435
after CTS | 567.7 | 0.5880 | 2874 | 1179 | 443
after floorplan | 502.9 | 0.3500 | 2780 | 1764 | 329
## flip-flops by register name, summed over array words and instances (netlist names)
name,flops
secondClk.dividedClk,1
secondClk.divCount,32
posOutput,2
counter,13
## worst register-to-register path, cell delays in order, from the launching register on
cell and delay, ps:
dfxtp_1 440, ha_1 380, and3_1 260, nand3_1 270, nor4_1 480, mux2_2 380
o21ai_0 280, nand4_4 360, a211o_1 370
## final cells by class
class                      instances  area [um2]
fill                            1035        6990
multi-input combinational        241        1562
sequential                        48       970.9
tap                              133       166.4
clock buffer                       6       82.58
timing repair buffer               5       47.55
inverter                           8       30.03
clock inverter                     2       15.01
No activity file was given, so power comes from the tool's default toggle rates.
